<file path="./config.mk">
export PLATFORM = sky130hd
export DESIGN_NAME = clock_div
export DESIGN_NICKNAME = clock_div
export VERILOG_FILES = /design/flow/design.v
export SDC_FILE = /design/flow/constraint.sdc
export NUM_CORES = 4
export LEC_CHECK = 1
export CORE_AREA = 10 10 89 89
export DIE_AREA = 0 0 99 99
</file>
<file path="./constraint.sdc">
current_design clock_div

set clk_period 3.6
set clk_io_pct 0.2

create_clock -name clk0 -period $clk_period [get_ports {clk}]

set non_clock_inputs [all_inputs -no_clocks]
set_input_delay [expr $clk_period * $clk_io_pct] -clock clk0 $non_clock_inputs
set_output_delay [expr $clk_period * $clk_io_pct] -clock clk0 [all_outputs]
</file>
<file path="./design.v">
module clock_div(input clk, output reg new_clk);
    localparam fator_vel =26'd25000000;
    reg [25:0] count;
    always @ (posedge clk)
    begin
      if (count == fator_vel) begin
          count = 26'b0;
          new_clk = ~new_clk;
      end
      else begin
          count = count + 1'b1;
          new_clk = new_clk;
      end
    end
endmodule
</file>
<file path="./run.sh">
#!/bin/bash
# OpenROAD 26Q1-2900-gdf79404cd8, Yosys 0.63+post, stock flow scripts
make -C /OpenROAD-flow-scripts/flow DESIGN_CONFIG=/design/flow/config.mk WORK_HOME=/design/flow/orfs finish
</file>
==> job_summary.md <==
### Metrics collected by this job

| Metric | Value |
|---|---|
| Fmax | `516.5 MHz` |
| Synth Flop Type | `dfxtp_1` |
| Initial antenna violation count | `0` |
| Max-Cap Viols | `0` |
| Seq share, synth | `41.98%` |
| Fin Clk Skew | `0.004392 ns` |
| YS chip area | `1311 sq um` |
| Ys Warns | `1` |
| WHS | `0.4810 ns` |
| Max-slew violations | `0` |
| CORE AREA | `5991 sq um` |
| Layout cell share with drive strength beyond 1 | `10.14%` |
| Clock Sinks | `27` |
| Number of global-route vias before repair | `956` |
| Clock Pin Slew Worst Setup and Hold Paths | `0.09 ns` |
| DR WL/cell | `11.55 um` |
| CP max stage delay | `0.73 ns` |
| Iter 0 DRT Violations | `112` |
| Final WL | `2.460 mm` |
| Drt first pass iters | `4` |
| Setup TNS | `0 ns` |
| Cell count after placement | `209` |
| Crit path capture type | `flip-flop` |
| Root Buffer | `clkbuf_8` |
| Relative slew slack | `43.61%` |
| DIE WIDTH | `99 um` |
| Vias/cell | `4.437` |
| Mapped cell area | `1311 sq um` |
| Cell leakage power | `0.4453 nW` |
| Power Density | `328.1 nW/um^2` |
| Non-Filler Instances | `213` |
| Mean area per synthesized cell | `9.502 sq um` |
| Worst EP required | `3.76 ns` |
| # diodes | `0` |
| CTS Buf Count | `3` |
| Final period util | `53.78%` |
| CTS tree | `built` |
| Distinct lib cells | `36` |
| Outcome | `finished clean` |
| IO buf count | `1` |
| Cts hold-fix bufs | `0` |
| GRT Util Overall | `5.435%` |
| Routability cong. | `0.8166` |
| Clk buf depth | `2` |
| Hold Vio Cnt, Final | `0` |
| RSZ-0062 raised after global routing | `false` |
| Number of enable flip-flop cells | `1` |
| CP startpoint kind | `flip-flop` |
| Worst-path cell chain | `nand4_4 > nor3_1 > nand4_1 > xnor2_1` |
| Max H-tree Level | `1` |
| ANT nets after route | `0` |
| Critical-path top delay cell | `nor3_1` |
| Largest net degree at the start of global routing | `16` |
| Ys flops | `27` |
| Ports | `2` |
| # rows | `28` |
| Initial Util | `21.89%` |
| Yosys cell count | `138` |
| Tool warnings | `26` |
| Slew @ Worst Pin | `0.8393 ns` |
| Min cycle time layout | `1.936 ns` |
| Post-CTS setup buffer count | `0` |
| Late-Pin Clk Latency | `0.27 ns` |
| Remaining Overflow, GRT | `0` |
| Post-synthesis instance total | `138` |
| Kind of critical path | `reg -> reg` |
| Via count | `945` |
| Cts repair resizes | `0` |
| DIE AREA | `9801 sq um` |
| Final setup violation count | `0` |
| Post-synth ARST share | `0%` |
| Die Span Y | `99 um` |
| DP Wirelength | `1.693 mm` |
| Area growth, synth to finish | `8.969%` |
| First-pass GRT wire length | `4.664 mm` |
| DRC Markers | `0` |
| Peak supply drop | `0.2256 mV` |
| Hold crit path type | `reg -> reg` |
| Crit path DAT | `2.10 ns` |
| CP max FO | `8` |
==> kinds of logic after synthesis <==
logic type,share of synthesized area [%]
adder cells (fa/ha/maj),1.908
multiplexers,3.054
AND/OR/NAND/NOR,32.16
XOR/XNOR,11.36
AND-OR/OR-AND,4.580
buffers and inverters,4.962
flip-flops,41.98
==> power by group <==
group          internal (mW)    total, mW  switching, mW  leakage (nW)
Combinational              0  0.000000199              0         0.199
Clock                 0.0775        0.169         0.0914        0.0255
Sequential             0.300        0.300              0         0.221
==> worst paths after layout <==
check,from,depth (start not counted),endpoint,slack [ns]
max,count[5]$_SDFF_PN0_,4,count[25]$_SDFF_PN0_,1.66
min,count[20]$_SDFF_PN0_,1,count[20]$_SDFF_PN0_,0.48
max reg2reg,count[5]$_SDFF_PN0_,4,count[25]$_SDFF_PN0_,1.66
min reg2reg,count[20]$_SDFF_PN0_,1,count[20]$_SDFF_PN0_,0.48
==> per-layer routing <==
metal | routed length (um) | track usage (%) | vias to the layer above
met4 | 20 | 0.3308 | 0
met5 | 0 | 0 | -
met3 | 104 | 1.198 | 2
met1 | 1322 | 8.247 | 423
met2 | 1013 | 8.016 | 16
li1 | - | - | 504
==> stage by stage <==
step | power [mW] | setup slack, ns | util (%) | area, sq um
6_report | 0.4687 | 1.664 | 23.85 | 1429
2_1_floorplan | 0.3069 | 1.821 | - | 1311
4_1_cts | 0.4770 | 1.683 | 23.85 | 1429
5_1_grt | 0.4881 | 1.453 | 23.85 | 1429
3_5_place_dp | 0.3069 | 1.701 | 23.08 | 1383
3_3_place_gp | 0.3069 | 1.711 | 23.08 | 1383
==> layout by cell type (no fill, tap or decap), types with 2 or more instances in the layout <==
cell | synthesis | routed
or3_1 | 2 | 2
nand2_1 | 8 | 8
inv_1 | 5 | 5
nor2_1 | 9 | 9
xor2_1 | 3 | 3
mux2i_1 | 4 | 4
xnor2_1 | 14 | 14
and4_1 | 5 | 5
clkbuf_8 | 0 | 3
o21ai_0 | 6 | 6
nand4_1 | 8 | 8
nor4_1 | 6 | 5
nor4b_1 | 4 | 4
ha_1 | 2 | 2
a21oi_2 | 2 | 2
dfxtp_1 | 26 | 26
and2_1 | 2 | 2
nand3_1 | 12 | 12
==> Yosys cell counts, drive strengths merged, types with 2 or more instances <==
cell	number	area (sq um)
nand3	12	60.06
xnor2	14	122.6
dfxtp	26	520.5
mux2i	4	40.04
nor2	9	33.78
nand4	9	71.32
inv	5	18.77
a21oi	3	22.52
and2	2	12.51
or3	2	12.51
o21ai	6	30.03
nor4b	4	35.03
and3	2	13.77
buf	4	37.54
ha	2	25.02
or4	2	20.02
clkbuf	2	8.750
xor2	3	26.28
nand2	8	30.03
and4	6	53.80
nor4	6	37.54
==> state kept, by name (all words and copies together), names as in the netlist <==
name,flops
count,26
new_clk,1
==> cell type report <==
| class | instances | area, sq um |
|---|---|---|
| clock buffer | 3 | 41.29 |
| clock inverter | 1 | 5.005 |
| fill | 627 | 4562 |
| inverter | 5 | 18.77 |
| multi-input combinational | 100 | 701.9 |
| sequential | 27 | 550.5 |
| tap | 75 | 93.84 |
| timing repair buffer | 2 | 17.52 |
==> worst max-delay path, delay by kind of cell (launching register included) <==
kind | cells | cell delay, ns
xor gates and xnor gates | 1 | 0.18
and+or+nand+nor | 3 | 1.14
DFF | 1 | 0.50
Power and IR drop assume default switching activity.
