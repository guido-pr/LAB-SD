<file path="./run.sh">
#!/bin/bash
# OpenROAD 26Q1-2900-gdf79404cd8, Yosys 0.63+post, stock flow scripts
make -C /OpenROAD-flow-scripts/flow DESIGN_CONFIG=/design/flow/config.mk WORK_HOME=/design/flow/orfs finish
</file>
<file path="./config.mk">
export PLATFORM = sky130hd
export DESIGN_NAME = topMotor
export DESIGN_NICKNAME = topMotor
export VERILOG_FILES = /design/flow/design.v
export SDC_FILE = /design/flow/constraint.sdc
export NUM_CORES = 4
export LEC_CHECK = 1
export CORE_AREA = 10 10 102 102
export DIE_AREA = 0 0 112 112
</file>
<file path="./constraint.sdc">
current_design topMotor

set clk_period 8.8
set clk_io_pct 0.2

create_clock -name clk0 -period $clk_period [get_ports {clk}]

set non_clock_inputs [all_inputs -no_clocks]
set_input_delay [expr $clk_period * $clk_io_pct] -clock clk0 $non_clock_inputs
set_output_delay [expr $clk_period * $clk_io_pct] -clock clk0 [all_outputs]
</file>
<file path="./design.v">
module div_m(clk, clk_1);
input clk;
output reg clk_1;
reg [27:0] cont;
initial begin
    cont = 28'd0;
    clk_1 = 0;
end
always @(posedge clk) begin
    cont = cont + 28'd1;
    if (cont == 500000) begin
        cont = 0;
        clk_1 = ~clk_1;
    end
end
endmodule
module topMotor( clk, M, B);
input clk;
output reg [3:0] M;
output reg [3:0] B;
reg [2:0] cont;
initial begin
    M = 4'b0000;
    B = 4'b0000;
    cont = 3'b000;
end
div_m div(clk, clk_1);
always @(posedge clk_1) begin
    case (cont)
        3'b000: begin M <= 4'b0001; B <= 4'b1001; end
        3'b001: begin M <= 4'b0010; B <= 4'b1000; end
        3'b010: begin M <= 4'b0100; B <= 4'b1100; end
        3'b011: begin M <= 4'b1000; B <= 4'b0100; end
        3'b100: begin M <= 4'b1000; B <= 4'b0010; end
        3'b101: begin M <= 4'b1100; B <= 4'b0001; end
        3'b110: begin M <= 4'b0110; B <= 4'b0001; end
        3'b111: begin M <= 4'b0011; B <= 4'b0001; end
        default: begin cont <= 3'b000; end
    endcase
    cont <= cont + 3'b001;
end
endmodule
</file>
==> results.yml <==
# flow metrics
outcome:
  status: "completed"
final_layout:
  area_growth_pct: 16.44
  final_cells: 306
  fin_util_pct: 25.89
  drive_gt1_share_pct: 9.453
  fillers: 859
  stdcell_area_mm2: 0.002127
final_timing:
  fmax_mhz: 316.0
  setup_slack_ns: 5.636
  slew_headroom_pct: 66.44
  untimed_endpoints: 19
  tightest_slew_ns: 0.5034
  finalClockPeriodUsage_pct: 35.96
  unclocked_pins: 11
  rsz0062_at_grt: "no"
  skew_ns: 0.002755
  fin_crit_ns: 3.164
  hold_violations: 0
  setup_viol: 0
  setup_tns_ns: 0
  finalMaxSlewViolations: 0
place:
  place_ws_ns: 5.674
  dp_cells: 298
  globalplace.congestion: 0.8384
  io_buffers: 8
  place_area_mm2: 0.002026
  hpwl_mm: 2.240
grt:
  antenna_found_initial: 0
  grtUsageTotal_pct: 4.874
  grt_pass1_vias: 1219
  grt_pass1_wl_mm: 5.513
  grt_max_degree: 13
  grt.overflow.total: 0
worst_setup_path:
  crit_path_start_kind: "flop"
  path_class: "flop to flop"
  cpPeakStageDelay_ns: 0.59
  crit_path_start: "div.cont[0]$_SDFF_PN0_"
  cp_top_family: "simple AND/OR/NAND/NOR gates"
  crit_fanout: 10
  cp_slowest_cell: "or4_4"
  ff2ff_setup_slack_ns: 5.64
  reg2reg_to: "div.clk_1$_DFFE_PN_"
  crit_chain: "ha_1 -> nand2_1 -> or4_4 -> or3_4 -> a2111oi_2 -> o2111a_1 -> and2_1"
  r2r_start: "div.cont[0]$_SDFF_PN0_"
  critical_path.endpoint: "div.clk_1$_DFFE_PN_"
  critPathBufInv: 0
  worstRegToRegCells: 7
  crit_required_ns: 8.80
  cp.depth: 7
  cp-end-kind: "flop"
  critical_path_arrival_ns: 3.16
detailed_routing:
  vias_per_cell: 4.284
  drt_first_pass_iters: 4
  drt_iter0_markers: 48
  wire_per_inst_um: 10.13
  diodes: 0
  drtAntennaViolNets: 0
  drc: 0
  num_vias: 1311
  wirelength_mm: 3.099
cts:
  cts_tree: "built"
  cts_made_buffers: 5
  clkTransAtPathRegs_ns: 0.06
  clock-root-buffer: "clkbuf_8"
  cts_resized: 0
  cts_buffer_depth: 2
  clock_latency_ns: 0.28
  post_cts_buffers: 0
  holdBufCountCts: 0
  htree_levels: 2
synthesis:
  synthTopCellsByArea: "dfxtp_1, xnor2_1, xor2_1, ha_1, nand2_1"
  ys_ff: 40
  yosysTopAreaCell: "dfxtp_1"
  synthArstFlopShare_pct: 0
  syn-mean-instance-area_um2: 9.769
  edf_count: 1
  synthDistinctLibCells: 42
  ys_area_mm2: 0.001827
  ys_cells: 187
  netlist_area_mm2: 0.001827
  synth_cells: 187
  synth_top_area_share_pct: 42.74
  ys_warn_count: 3
  ys.flop_type: "dfxtp_1"
  synth_seq_share_pct: 44.38
die:
  ioPinCount: 9
  core_area_mm2: 0.008217
  dieHeight_um: 112
  initCoreUtil_pct: 22.23
  dieArea_mm2: 0.01254
  dieWidth_um: 112
  rows: 33
min_path:
  hold_class: "flop to flop"
run:
  drv_cap: 0
  tool_warnings: 30
power_and_ir_drop:
  p_per_area_mw_per_mm2: 118.3
  leakagePower_nw: 0.8082
  ir_worst_vdd_mv: 0.04144
## cells by family after synthesis
group / synth area share (%)
simple gates: 24.18
buf+inv: 2.328
mux: 2.329
xor+xnor: 12.95
compound gates: 9.041
flops: 44.38
fa+ha+maj: 4.794
## cell usage after synthesis, types with 5 or more instances
cell / number
dfxtp_1: 39
nand2_1: 15
xnor2_1: 15
xor2_1: 12
nor2_1: 10
a21oi_1: 9
nand3_1: 8
ha_1: 7
nor4_1: 7
and3_1: 6
inv_1: 6
nand4_1: 6
and2_1: 5
nor3_1: 5
o21ai_0: 5
## registers in the layout, indices dropped and copies added, names as in the netlist
signal and flops:
div.clk_1 1, B 4, cont 3, M 4, div.cont 28
## cells in the final DEF (no fill, tap or decap), types with 5 or more instances in the layout
| master | instances |
|---|---|
| nor4_1 | 7 |
| nand3_1 | 8 |
| inv_1 | 6 |
| clkdlybuf4s50_1 | 8 |
| and3_1 | 6 |
| and2_1 | 5 |
| ha_1 | 7 |
| clkbuf_8 | 7 |
| nor2_1 | 10 |
| o21ai_0 | 5 |
| nand2_1 | 15 |
| xor2_1 | 12 |
| a21oi_1 | 9 |
| dfxtp_1 | 39 |
| nand4_1 | 6 |
| nor3_1 | 5 |
| xnor2_1 | 15 |
## how the worst min path moves through the flow
stage	to	slack [ns]	start	cells past startpoint
finish	div.cont[23]$_SDFF_PN0_	0.50	div.cont[23]$_SDFF_PN0_	1
global route	div.cont[27]$_SDFF_PN0_	0.53	div.cont[27]$_SDFF_PN0_	1
CTS	div.cont[23]$_SDFF_PN0_	0.51	div.cont[23]$_SDFF_PN0_	1
## routing by layer
layer	GRT usage (%)	vias to the layer above	part of all wire [%]
met3	1.249	2	4.1
li1	-	698	-
met4	0.7614	0	1.1
met5	0	-	0
met2	6.993	22	39
met1	7.324	589	55
## worst register-to-register path, cell delays in order (launching register included)
cell and delay, ns:
dfxtp_1 0.44, ha_1 0.29, nand2_1 0.21, or4_4 0.59, or3_4 0.35, a2111oi_2 0.36
o2111a_1 0.45, and2_1 0.19
## where the power goes
| group | internal [mW] | leakage (nW) | switching [mW] |
|---|---|---|---|
| Combinational | 0 | 0.428 | 0 |
| Clock | 0.0705 | 0.0542 | 0.0492 |
| Sequential | 0.132 | 0.326 | 0 |
## per-stage QoR
step | power, mW | hold WS (ns)
5_1_grt | 0.2610 | 0.5317
6_report | 0.2516 | 0.4982
3_3_place_gp | 0.1348 | 0.4847
3_5_place_dp | 0.1348 | 0.4926
2_1_floorplan | 0.1348 | 0.4613
4_1_cts | 0.2556 | 0.5069
## cell type report
| type | count | area, µm² | area share, % |
|---|---|---|---|
| Clock buffer | 7 | 96.34 | 4.529 |
| Clock inverter | 1 | 5.005 | 0.2353 |
| Sequential cell | 40 | 810.8 | 38.12 |
| Tap cell | 105 | 131.4 | 6.176 |
| Timing Repair Buffer | 9 | 87.58 | 4.118 |
| Multi-Input combinational cell | 138 | 973.4 | 45.76 |
| Inverter | 6 | 22.52 | 1.059 |
No activity file was given, so power comes from the tool's default toggle rates.
